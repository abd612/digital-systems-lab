===== /design/flow/constraint.sdc =====
current_design ALU64Bit

set clk_period 50.1
set clk_io_pct 0.2

create_clock -name clk0 -period $clk_period

set non_clock_inputs [all_inputs -no_clocks]
set_input_delay [expr $clk_period * $clk_io_pct] -clock clk0 $non_clock_inputs
set_output_delay [expr $clk_period * $clk_io_pct] -clock clk0 [all_outputs]

===== /design/flow/run.sh =====
#!/bin/bash
# OpenROAD 26Q1-2900-gdf79404cd8, Yosys 0.63+post, stock flow scripts
make -C /OpenROAD-flow-scripts/flow DESIGN_CONFIG=/design/flow/config.mk WORK_HOME=/design/flow/orfs finish

===== /design/flow/config.mk =====
export PLATFORM = sky130hd
export DESIGN_NAME = ALU64Bit
export DESIGN_NICKNAME = ALU64Bit
export VERILOG_FILES = /design/flow/design.v
export SDC_FILE = /design/flow/constraint.sdc
export NUM_CORES = 4
export LEC_CHECK = 1
export CORE_UTILIZATION = 50

===== /design/flow/design.v =====
`timescale 1ns / 1ps
module ALU64Bit(
	output reg [63:0] O,
	output reg Cout, Oflow, Ntive, Zero,
	input [63:0] A,B,
	input Cin,
	input [3:0] S
    );
	always @(A or B or S)
	begin
		case (S)
			00 : {Cout,O} = A;
			01 : {Cout,O} = B;
			02 : {Cout,O} = A + B;
			03 : {Cout,O} = A + B + Cin;
			04 : {Cout,O} = A - B;
			05 : {Cout,O} = A - B + Cin;
			06 : {Cout,O} = B - A;
			07 : {Cout,O} = B - A + Cin;
			08 : {Cout,O} = 0;
			09 : {Cout,O} = A & B;
			10 : {Cout,O} = A | B;
			11 : {Cout,O} = A ^ B;
			12 : {Cout,O} = A << 1;
			13 : {Cout,O} = A >> 1;
			14 : {Cout,O} = {A[62:0],A[63]};
			15 : {Cout,O} = {A[0],A[63:1]};
		endcase
		Oflow = (A[63] & B[63] & ~O[63]) | (~A[63] & ~B[63] & O[63]);
		if (S==8)
			begin
				if (A<B)
					begin
						Ntive = 1;
						Zero = 0;
					end
				else if (A==B)
					begin
						Ntive = 0;
						Zero = 1;
					end
				else
					begin
						Ntive = 0;
						Zero = 0;
					end
			end
		else
			begin
				Ntive = O[63];
				Zero = ~|O;
			end
	end
endmodule

==> out/qor.txt <==
outcome -> completed
Seq share, synth -> 0%
placed cell area -> 25000 µm²
Hold Slack -> 21080 ps
WL/cell -> 30.2 µm
Placer Congestion -> 1.23
max_cap viols -> 0
post-layout util -> 56.4%
vias in the first global route -> 28600
Gate power share -> 100.0%
Die Span Y -> 214 µm
vias per cell -> 7.67
final setup vio count -> 0
post-CTS resize count -> 0
DP Worst Slack -> 21370 ps
CP Launch Type -> input pin
clock share of power -> 0%
RSZ-0062 raised after global routing -> false
CP Capture Point -> Zero
Crit path largest cell delay -> 800 ps
tool warnings -> 225
Reg power frac -> 0%
Peak Freq -> 34.0 MHz
Top-area cell share -> 14.4%
TritonRoute pass-1 iters -> 8
HP Class -> input pin to output port
Worst Hold Depth -> 6
area leader, netlist -> ha_1
Crit path arrival time -> 19410 ps
seq_cells -> 0
worst setup margin -> 20670 ps
ratio of cells with drive above 1 in the final layout -> 4.82%
minimum clock period -> 29430 ps
NetSw -> 0.245 mW
via count -> 32300
Top-Level Pins -> 201
Seq. cell area -> 0 µm²
largest net degree at the start of global routing -> 62
Port Buffers -> 201
Detail Placement HPWL -> 100000 µm
Rows -> 77
Slew Limit Headroom -> 5.58%
first-iteration detailed-routing DRC count -> 5294
Die W -> 214 µm
sw frac -> 65.5%
core area -> 44300 µm²
leakage power total -> 9.52 nW
origin of the worst setup path -> A[18]
Tot Pwr -> 0.375 mW
area of the mapped netlist -> 22500 µm²
CP max stage cell -> nor4b_1
hold path start -> S[1]
gr usage total -> 53.5%
post-route ant nets -> 0
Unique cell types -> 102
Setup TNS Final -> 0 ps
area grow syn2layout -> 11.2%
first-pass GRT wire length -> 186000 µm
CP cell instances -> clkdlybuf4s50_1, inv_1, ha_1, inv_1, a21oi_1, o31ai_1, buf_4, a211oi_1, nand3_1, a31oi_1, xnor2_1, nor4b_1, nand3_1, or3_1, or4_1, a31o_1, or4b_1, nor4b_2, o2111ai_1, o31ai_2, clkdlybuf4s50_1
antenna violations before repair -> 4
layout clock buffer count -> 0
Max Slew Vio Count -> 0
Hold Vio Cnt, Final -> 0
average cell area after synthesis -> 6.33 µm²
Syn Inst Count -> 3553
cycle use final -> 58.7%
Cell Int Power -> 0.129 mW
Peak VDD IR -> 0.00000708 V
area reported by Yosys stat -> 22500 µm²
Top cells by area -> ha_1, a21oi_1, o21ai_0
post-route cell area -> 25000 µm²
Yosys Instances -> 3553
Setup CP Type -> input pin to output port
CP required -> 40080 ps
Setup Fix Bufs, Post-CTS -> 0
Post-route DRC -> 0
Setup crit end kind -> output port
fp util -> 50.7%
Finished Layout Cells -> 4204
CTS Hold Bufs -> 0
CP max FO -> 16
synth warn -> 1
pwr dens -> 15.0 nW/µm²
total routed wirelength -> 127000 µm
GRT overflow -> 0
Slew @ Worst Pin -> 1400 ps
Inst Count DP -> 4202
chip area -> 45800 µm²
-- power groups by stage --
stage | combinational, mW | sequential [mW] | clock (mW)
4_1_cts | 0.353 | 0 | 0
5_1_grt | 0.390 | 0 | 0
6_report | 0.375 | 0 | 0.00000000362
-- layout make-up --
class              instances  area (µm²)
fillers                 4322       19300
diodes                     2        5.00
well taps                592         741
multi-input cells       3111       20800
inverters                215         807
repair buffers           284        2630
-- metal layers --
| metal | share of wire [%] | track usage [%] |
|---|---|---|
| met1 | 36 | 67.8 |
| met5 | 0.017 | 0 |
| met2 | 39 | 74.8 |
| met3 | 16 | 20.2 |
| met4 | 9.1 | 36.1 |
-- placed cells by master (no fill, tap or decap), drive strengths merged, types with 91 or more instances in the layout --
master         instances
a21oi                388
clkdlybuf4s50        200
ha                   258
inv                  207
nand2                269
nand3                113
nand4                 91
nor2                 313
nor3                 102
nor4                 103
o21ai                257
-- cell families (layout without fill, tap and decap cells) --
family,count (synthesis),in the layout,synth area share (%)
XOR/XNOR,82,82,3.19
adder cells (fa/ha/maj),261,261,14.6
buffers and inverters,442,499,7.66
AND/OR/NAND/NOR,1264,1264,28.7
AND-OR/OR-AND,1469,1469,44.3
multiplexers,35,35,1.59
other,0,2,0
-- critical path: cells and delay by family --
family	cells	cell delay, ps
and+or+nand+nor	7	3820
AOI/OAI and AO/OA	7	2690
buffers and inverters	5	1780
adders and majority gates	1	740
xor gates and xnor gates	1	330
-- cell usage after synthesis, drive strengths merged, types with 17 or more instances --
cell type / count
ha: 258
nor4: 103
a21o: 35
mux2i: 30
nor3: 102
nand3: 113
or3: 27
o21a: 20
nand2: 269
a211oi: 69
a221oi: 53
nor2b: 52
nor2: 313
a2111oi: 19
a211o: 23
o221ai: 33
or4: 27
nand4: 91
o31ai: 84
inv: 207
or2: 18
a31oi: 53
o21bai: 36
o211ai: 51
o2111ai: 23
a221o: 45
a22oi: 57
and2: 42
o22ai: 53
xnor2: 72
o21ai: 257
a21oi: 388
buf: 89
and3: 37
o31a: 20
a222oi: 17
clkbuf: 138
-- worst min path at each step --
stage,to,slack [ps]
final,O[1],21080
after CTS,O[1],21060
after global routing,O[1],21130
Power is estimated from default activity; no workload was simulated.
