**design/flow/run.sh**
```bash
#!/bin/bash
# OpenROAD 26Q1-2900-gdf79404cd8, Yosys 0.63+post, stock flow scripts
make -C /OpenROAD-flow-scripts/flow DESIGN_CONFIG=/design/flow/config.mk WORK_HOME=/design/flow/orfs finish
```
**design/flow/config.mk**
```make
export PLATFORM = sky130hd
export DESIGN_NAME = SynchronousCounter
export DESIGN_NICKNAME = SynchronousCounter
export VERILOG_FILES = /design/flow/design.v
export SDC_FILE = /design/flow/constraint.sdc
export NUM_CORES = 4
export LEC_CHECK = 1
export CORE_AREA = 10 10 70 70
export DIE_AREA = 0 0 80 80
```
**design/flow/constraint.sdc**
```tcl
current_design SynchronousCounter

set clk_period 2.0
set clk_io_pct 0.2

create_clock -name clk0 -period $clk_period [get_ports {Clock}]

set non_clock_inputs [all_inputs -no_clocks]
set_input_delay [expr $clk_period * $clk_io_pct] -clock clk0 $non_clock_inputs
set_output_delay [expr $clk_period * $clk_io_pct] -clock clk0 [all_outputs]
```
**design/flow/design.v**
```verilog
`timescale 1ns / 1ps
module SynchronousCounter(
	output reg [3:0] Out,
	output Cout,
	input [3:0] In,
	input Up, Down, Load, Clock, Reset
    );
	assign Cout = (Up | Down) & (~Load) & (Out == 4'b1111);
	always @ (posedge Clock, negedge Reset)
	if (~Reset)		Out <= 4'b0000;
	else if (Load)	Out <= In;
	else if (Up)	Out <= Out + 1'b1;
	else if (Down)	Out <= Out - 1'b1;
	else				Out <= Out;
endmodule
```
==> flow_summary.toml <==
# flow metrics
[synth]
ys_seq_share_pct = 32.5
ys.flops = 4
avgSynthCellArea_um2 = 9.33
synth_area_um2 = 308
yosys_area_um2 = 308
netlist_instances = 33
synth_cell_types = 20
yosysWarningCount = 1
ys_cells = 33

[routing]
avgRoutedWirePerCell_um = 8.99
drt_iter0_drc = 17
route.detailed.drc = 0
ant_nets = 0
first_pass_iters = 4
drt-total-wl_um = 917
vias_per_cell = 3.17
diodes = 0
num_vias = 323

[floorplanning]
io_pins = 14
rows = 21
coreArea_um2 = 3420
die_width_um = 80
die_h_um = 80
fp-utilization_pct = 9.01
dieArea_um2 = 6400

[critical_path]
worst_path_max_delay_cell = "clkdlybuf4s50_1"
rr_startpoint = "Out[1]"
reg2reg_slack_ps = 340
worstPathBufferInverterCount = 2
worstPathMaxFanout = 2
crit_required_ps = 1600
start_kind = "primary input"
path_cells = "clkdlybuf4s50_1 -> nor2_1 -> nor4b_1 -> dlygate4sd2_1"
r2r_end = "Out[3]"
reg2reg_depth = 5
criticalPathCategory = "in -> out"
cp-end-kind = "output port"
crit_path_max_incr_delay_ps = 480
path_delay_family = "buffers and inverters"
cp.arrival_ps = 1460
crit_start = "Down"

[global_routing]
antenna_found_initial = 0
grt_first_pass_wirelength_mm = 1.55
grt_overflow = 0
grt_max_degree = 10
grt_usage_pct = 3.01
grt_pass1_vias = 354

[placement]
dp_cells = 99
dpl_cell_area_um2 = 552
port_buffers = 13
gp_congestion = 0.758
dp_hpwl_um = 788

[sta]
rsz0062_at_grt = "false"
maxSlewViolCount = 0
tightest_slew_ps = 268
worst_slew_margin_rel_pct = 82.0
holdWs_ps = 369
finalHoldViolations = 0
fmax_mhz = 537
setup_violations = 0
finalCriticalPeriod_ps = 1860
min_period_over_period_pct = 93.0
skew_ps = 2.09

[power_and_ir_drop]
power_density_nw_per_um2 = 644
ir_worst_vdd_v = 0.000252
p_leak_nw = 0.253

[clock_tree]
htreeDepth = 1
clkLatencyLatePin_ps = 230
root_buffer = "clkbuf_4"
ctsHoldBuffers = 0
post_cts_buffers = 0
cts_made_buffers = 3
cts_buffer_depth = 2
cts_tree = "built"
cts_num_sinks = 4
clkSlewWorstSetupHoldPaths_ps = 40

[job]
max_cap_violations = 0
openroad.warnings = 25

[layout]
layout-drive-gt1-share_pct = 25.0
reg_top3 = "Out: 4 flops"
largest_reg_flops = 4
logic_area_um2 = 200
largest_register = "Out"
regArea_um2 = 100
stdcell_count = 102
final_area_um2 = 576
fill_cells = 384
area_delta_synth_final_pct = 87.0

[hold_path]
min_path_type = "in -> async"

[outcome]
status = "completed"
==> kinds of logic (layout without fill, tap and decap cells) <==
family,Yosys count,count (layout),synth area share (%)
adders and majority gates,3,3,14.6
DFF,4,4,32.5
AOI/OAI and AO/OA,9,9,20.7
buffers and inverters,2,25,2.44
xor gates and xnor gates,2,2,5.69
and+or+nand+nor,11,11,17.5
muxes,2,2,6.50
==> worst reg2reg max path, cell delays in order, from the launching register on <==
cell      delay, ps
dfrtp_1         430
ha_1            330
a211oi_2        280
o211ai_2        110
mux2i_1         120
a211o_1         270
==> placed cells by master (no fill, tap or decap), drive strengths merged <==
cell type      instances
nor2b                  1
ha                     2
fa                     1
clkdlybuf4s50         11
nand3                  1
a211o                  1
nor4b                  1
xnor2                  1
clkbuf                 3
inv                    1
dfrtp                  4
o21ai                  5
nand2                  3
buf                    8
nor3                   1
dlymetal6s2s           1
a21oi                  1
xor2                   1
dlygate4sd2            1
or2                    1
a211oi                 1
o211ai                 1
nor2                   3
mux2i                  2
==> report_power, final <==
part,internal (mW),total (mW),leakage (nW),switching [mW]
combinational,0.0999,0.163,0.191,0.0629
sequential,0.0954,0.110,0.0481,0.0149
clock,0.0669,0.0973,0.0138,0.0304
==> worst max path at each step <==
stage             to  slack (ps)  cells past startpoint
global route    Cout          70                      4
CTS           Out[3]           6                      8
finish          Cout         140                      4
==> synthesized netlist by cell type <==
cell type  count  share of area [%]
a211o_1        1                2.8
a211oi_2       1                4.1
a21oi_1        1                1.6
clkbuf_1       1                1.2
dfrtp_1        4                 33
fa_1           1                6.5
ha_1           2                8.1
inv_1          1                1.2
mux2i_1        2                6.5
nand2_1        3                3.7
nand3_1        1                1.6
nor2_1         3                3.7
nor2b_1        1                2.0
nor3_1         1                1.6
nor4b_1        1                2.8
o211ai_2       1                4.1
o21ai_0        5                8.1
or2_2          1                2.0
xnor2_1        1                2.8
xor2_1         1                2.8
==> what timing repair did <==
item,4_1_cts,5_1_grt
gates resized,1,2
endpoints found under the setup margin,1,1
pin swaps,0,2
==> metal layers <==
layer	vias to the layer above	share of wire, %	GRT usage [%]
li1	165	-	-
met4	0	1.5	0.704
met3	2	13	2.05
met5	-	0	0
met1	143	52	4.07
met2	13	34	3.77
==> area by class of cell <==
type / instances / share of cell area, %
multi-input cells: 27 / 34.8
well taps: 46 / 10.0
inverters: 1 / 0.652
repair buffers: 21 / 33.3
clock buffers: 3 / 3.91
flip-flops and latches: 4 / 17.4
==> metrics by stage <==
step           setup TNS, ps  setup slack [ps]  util [%]  power [mW]
3_5_place_dp            -511              -230      16.2       0.272
3_3_place_gp            -488              -214      16.2       0.271
2_1_floorplan              0               385         -       0.182
6_report                   0               140      16.8       0.370
4_1_cts                    0              6.47      16.8       0.377
5_1_grt                    0              72.1      16.8       0.407
Power figures rest on the tool's default switching activity, not on a simulated workload.
