--- /design/flow/config.mk ---
export PLATFORM = sky130hd
export DESIGN_NAME = alux64
export DESIGN_NICKNAME = alux64
export VERILOG_FILES = /design/flow/design.v
export SDC_FILE = /design/flow/constraint.sdc
export NUM_CORES = 4
export LEC_CHECK = 1
export CORE_UTILIZATION = 30
--- /design/flow/design.v ---
`timescale 1ns / 1ps
module alux64(
	output reg [63:0] O,
	output reg Cout, Oflow, Ntive, Zero,
	input [63:0] A,B,
	input Cin,
	input [3:0] S
    );
	always @(A or B or Cin or S)
	begin
		case (S)
			4'h 0x00 :	{Cout, O} = A;
			4'h 0x01 :	{Cout, O} = B;
			4'h 0x02 :	{Cout, O} = A + B;
			4'h 0x03 :	{Cout, O} = A + B + Cin;
			4'h 0x04 :	{Cout, O} = A - B;
			4'h 0x05 :	{Cout, O} = A - B + Cin;
			4'h 0x06 :	{Cout, O} = B - A;
			4'h 0x07 :	{Cout, O} = B - A + Cin;
			4'h 0x08 :	{Cout, O} = 0;
			4'h 0x09 :	{Cout, O} = A & B;
			4'h 0x0A :	{Cout, O} = A | B;
			4'h 0x0B :	{Cout, O} = A ^ B;
			4'h 0x0C :	{Cout, O} = A << 1;
			4'h 0x0D :	{Cout, O} = A >> 1;
			4'h 0x0E :	{Cout, O} = {A[62:0], A[63]};
			4'h 0x0F :	{Cout, O} = {A[0], A[63:1]};	
		endcase
		if (S==2 | S==3) Oflow = (~A[63] & ~B[63] & O[63]) | (A[63] & B[63] & ~O[63]);
		if (S==4 | S==5) Oflow = (~A[63] & B[63] & O[63]) | (A[63] & ~B[63] & ~O[63]);
		if (S==6 | S==7) Oflow = (A[63] & ~B[63] & O[63]) | (~A[63] & B[63] & ~O[63]);
		if (S<=1 | S>=8) Oflow = 0;
		Ntive = O[63] | ((S==8) & (A<B));
		Zero = ~((|O | (S==8)) & (~(A==B) | ~(S==8)));
	end
endmodule
--- /design/flow/constraint.sdc ---
current_design alux64

set clk_period 36.9
set clk_io_pct 0.2

create_clock -name clk0 -period $clk_period

set non_clock_inputs [all_inputs -no_clocks]
set_input_delay [expr $clk_period * $clk_io_pct] -clock clk0 $non_clock_inputs
set_output_delay [expr $clk_period * $clk_io_pct] -clock clk0 [all_outputs]
--- /design/flow/run.sh ---
#!/bin/bash
# OpenROAD 26Q1-2900-gdf79404cd8, Yosys 0.63+post, stock flow scripts
make -C /OpenROAD-flow-scripts/flow DESIGN_CONFIG=/design/flow/config.mk WORK_HOME=/design/flow/orfs finish
==> Changelog: implementation <==
### Physical design

* Post-Syn Area at 22600 um^2
* Total negative setup slack at 0 ps
* Largest net degree at the start of global routing at 43
* Biggest area cells: ha_1, a21oi_1, nor2_1, o21ai_0, nand2_1
* WP data required at 29520 ps
* Ys flop type: dlxtn_1
* # setup viols final at 0
* Utilization after layout at 34.9%
* Fa+ha+maj area frac at 14.5%
* Highest metal used: met5
* Core area at 74600 um^2
* Overall global routing resource usage at 36.6%
* Worst setup path class: in2out
* Worst Hold Class: in2out
* Die W at 277 um
* Synth Area in Compound Gates at 41.5%
* Placed Area at 26000 um^2
* Yosys chip area at 22600 um^2
* Crit path arrival time at 16270 ps
* Register pins left without a clock at 1
* Total tool warning count at 224
* Iteration tally of the first detailed-router pass at 8
* Final worst path period share at 64.1%
* Initial antenna violation count at 8
* Crit Path Max Fanout at 8
* Main logic family after synthesis: AND-OR/OR-AND gates
* Fp util at 30.3%
* Layout cell share with drive strength beyond 1 at 6.59%
* Fin crit period at 23650 ps
* Final Hold Viols at 0
* Avg Cell Area, Syn at 6.28 um^2
* Average wire per standard cell at 30.7 um
* Xor/xnor share at 3.47%
* Rows at 100
* Metal3 WL at 13800 um
* Worst Hold Path Cells at 5
* Normalized max-slew margin at 15.5%
* Top logic cells by instance count in the layout: a21oi_1, nor2_1, nand2_1
* Final Cell Area at 26000 um^2
* Via count at 31600
* First-pass GRT wire length at 206000 um
* Filler cell count at 8276
* Maximum VDD drop at 0.00000846 V
* Storage cell area at 15.0 um^2
* Slew @ Worst Pin at 1260 ps
* Detailed placement HPWL at 117000 um
* Post-synthesis mux area share at 3.22%
* ANT nets after route at 0
* EDFF count, synth at 0
* Total grt overflow at 0
* Hold path start: S[0]
* Max-area cell share at 14.3%
* WHS Endpoint: Ntive
* Number of port buffers at 201
* Die area at 76500 um^2
* DRT iter0 DRCs at 4108
* Pwr dens at 19.8 nW/um^2
* CP endpoint kind: output pin
* Resize count post-CTS at 0
* Logic area at 21000 um^2
* Synth Register Bits at 1
* Endpoints left unconstrained at 1
* GPL Wtd Cong at 1.10
* Async SR Flop Fraction at 0%
* Netlist cell types at 105
* Max FFs per register at 1
* FMAX at 42.3 MHz
* Met2 wire len at 61600 um
* Post-CTS setup buffer count at 0
* Met1 Routed Length at 61100 um
* Leakage dissipation at 9.98 nW
* Max Slew Vio Count at 0
* Simple-Gate Fraction of Synth Area at 29.6%
* RSZ-0062 raised after global routing: no
* Hold_buf cts at 0
* Die height at 277 um
* Total wire length at 144000 um
* Cell type with the highest aggregate area in the netlist: ha_1
* # DRC at 0
* Max Cap Viol at 0
* Mapped Cells at 3600
* CP startpoint kind: input port
* Vias in the first global route at 29100
* Most frequent logic cell in the layout: a21oi_1
* Design Power at 0.000514 W
* I/O pin count at 201
* Via-to-Cell Ratio at 6.75
* Area Overhead vs Synth at 14.9%
* Yosys cell count at 3600
* YS warnings at 1
* Outcome: complete, no violations
-- how the worst max path moves through the flow --
| stage | start | to | cells after the start | slack, ps |
|---|---|---|---|---|
| finish | A[1] | Zero | 21 | 13250 |
| global route | A[14] | Oflow | 21 | 12810 |
| CTS | A[14] | Oflow | 21 | 13540 |
-- routing by layer --
layer  vias up  global-route usage, %
li1      13900                      -
met3       388                   6.68
met5         -                      0
met4         6                   14.7
met2      1977                   55.3
met1     15200                   51.3
-- where the power goes --
group	internal, W	switching (W)
clock	0.00000000000726	0
combinational	0.000178	0.000336
sequential	0.0000000942	0.00000000739
-- area by class of cell --
class | count | share of cell area (%)
Antenna cell | 2 | 0.0193
Inverter | 214 | 3.09
Multi-Input combinational cell | 3160 | 80.7
Sequential cell | 1 | 0.0578
Tap cell | 969 | 4.67
Timing Repair Buffer | 330 | 11.4
-- synth_stat cells (all sizes together), types with 34 or more instances --
master  count
a31oi      54
o31ai      84
o21ai     258
nor3      132
o221ai     40
nor2b      66
xnor2      77
nand3     103
nand4      71
ha        258
nor4       85
clkbuf    147
a221oi     61
nor2      345
buf        78
a21oi     387
a22oi      40
inv       208
a21o       36
and2       34
nand2     301
a211oi     55
mux2i      60
o211ai     52
o22ai      63
-- through the flow --
| step | cells | setup slack, ps | hold WS (ps) |
|---|---|---|---|
| global route | 4676 | 12810 | 15820 |
| global placement | 4674 | 13650 | 15750 |
| finish | 4676 | 13250 | 15770 |
| floorplan | 3600 | 16860 | 14830 |
| detailed placement | 4674 | 13600 | 15750 |
| CTS | 4674 | 13540 | 15750 |
-- logic make-up (layout without fill, tap and decap cells) --
| logic type | after synthesis | in the layout |
|---|---|---|
| simple gates | 1327 | 1327 |
| xor+xnor | 88 | 88 |
| buf+inv | 439 | 544 |
| compound gates | 1412 | 1412 |
| other cells | 1 | 3 |
| mux | 71 | 71 |
| latches | 1 | 1 |
| fa+ha+maj | 261 | 261 |
-- worst max-delay path: stages --
cell and delay (ps):
clkdlybuf4s50_1 740, inv_1 170, ha_1 480, nor2_1 100
o311ai_2 500, a32o_1 360, mux2i_1 160, nor4_4 550
nand4_1 190, nor2_2 320, o32ai_1 190, nor4_1 710
or4b_1 580, or4_1 440, a2111o_1 450, or4_1 680
or4b_1 690, nor4_2 540, and4_1 340, a41o_1 180
clkdlybuf4s50_1 490
No activity file was given, so power comes from the tool's default toggle rates.
